File: design.v
module show_key (ascii_val, note, symbol);
	input [6:0] ascii_val;
	output reg [7:0] symbol;
	output reg [7:0] note;
	always @(*)
	begin: display_notes
		note = 7'b1111111;
		symbol = 7'b1111111;
		case(ascii_val)
			7'd81: begin  
				   note = 7'b1000110;
				   symbol = 7'b0111111;
				   end
			7'd87: begin  
				   note = 7'b1000110;
				   end
			7'd69: begin  
				   note = 7'b1000110;
				   symbol = 7'b0000011;
				   end
			7'd82: begin  
				   note = 7'b1000000;
				   symbol = 7'b0111111;
				   end
			7'd84: begin  
				   note = 7'b1000000;
				   end
			7'd89: begin  
				   note = 7'b1000000;
				   symbol = 7'b0000011;
				   end
			7'd85: begin  
				   note = 7'b0000110;
				   symbol = 7'b0111111;
				   end
			7'd73: begin  
				   note = 7'b0000110;
				   end
			7'd79: begin  
				   note = 7'b0000110;
				   symbol = 7'b0000011;
				   end
			7'd80: begin  
				   note = 7'b0001110;
				   symbol = 7'b0111111;
				   end
			7'd65: begin  
				   note = 7'b0001110;
				   end
			7'd83: begin  
				   note = 7'b0001110;
				   symbol = 7'b0000011;
				   end
			7'd68: begin  
				   note = 7'b0001000;
				   symbol = 7'b0111111;
				   end
			7'd70: begin  
				   note = 7'b0001000;
				   end
			7'd71: begin  
				   note = 7'b0001000;
				   symbol = 7'b0000011;
				   end
			7'd72: begin  
				   note = 7'b0000000;
				   symbol = 7'b0111111;
				   end
			7'd74: begin  
				   note = 7'b0000000;
				   end
			7'd75: begin  
				   note = 7'b0000000;
				   symbol = 7'b0000011;
				   end
			7'd76: begin  
				   note = 7'b1111000;
				   end
		endcase
	end	
endmodule
File: run.sh
#!/bin/bash
# OpenROAD 26Q1-2900-gdf79404cd8, Yosys 0.63+post, stock flow scripts
make -C /OpenROAD-flow-scripts/flow DESIGN_CONFIG=/design/flow/config.mk WORK_HOME=/design/flow/orfs finish
File: config.mk
export PLATFORM = sky130hd
export DESIGN_NAME = show_key
export DESIGN_NICKNAME = show_key
export VERILOG_FILES = /design/flow/design.v
export SDC_FILE = /design/flow/constraint.sdc
export NUM_CORES = 4
export LEC_CHECK = 1
export CORE_AREA = 10 10 70 70
export DIE_AREA = 0 0 80 80
File: constraint.sdc
current_design show_key

set clk_period 3.0
set clk_io_pct 0.2

create_clock -name clk0 -period $clk_period

set non_clock_inputs [all_inputs -no_clocks]
set_input_delay [expr $clk_period * $clk_io_pct] -clock clk0 $non_clock_inputs
set_output_delay [expr $clk_period * $clk_io_pct] -clock clk0 [all_outputs]
==> GITHUB_STEP_SUMMARY <==
## Synthesis and layout report

| Metric | Value |
|---|---|
| Cell type of the slowest stage on the worst timing path | sky130_fd_sc_hd__clkdlybuf4s50_1 |
| Hold depth | 5 |
| Most numerous cell on the critical path | sky130_fd_sc_hd__clkdlybuf4s50_1 |
| # hold bufs at CTS | 0 |
| Vias after detailed routing | 552 |
| Minimum setup slack in the final design | 0.117 ns |
| Post-synthesis cell count | 72 |
| Seq share, synth | 0 |
| Height of the chip | 80 um |
| Critical hold path startpoint | ascii_val[5] |
| Final hold violation count | 0 |
| Filler cells | 394 |
| Endpoint arrival time on the critical path | 2.28 ns |
| Post-synthesis chip area from yosys | 458 sq um |
| Iteration-0 DRC count of the detailed router | 14 |
| Post-Syn Area | 458 sq um |
| Residual DRC count | 0 |
| WL/cell | 10.5 um |
| Maximum number of pins on one net before global-route repair | 16 |
| Worst setup path category | in2out |
| Std cell rows | 21 |
| Distinct lib cells | 33 |
| Element type at the critical path end | output port |
| Port Buffers | 19 |
| Overall die width | 80 um |
| Via count of the first global-routing pass | 494 |
| Post-synthesis cell type with the largest combined area | sky130_fd_sc_hd__buf_4 |
| Run status | completed |
| Combinational gate area | 369 sq um |
| Endpoint with the worst hold slack | symbol[6] |
| Setup repair after global routing missed its margin | false |
| Lkg Pwr | 0.000283 uW |
| Ratio of cells with drive above 1 in the final layout | 0.178 |
| Initial antenna violation count | 0 |
| Pre-CTS worst setup slack | -0.0550 ns |
| Aggregate global routing overflow | 0 |
| Top cell area share | 0.164 |
| Final WL | 1430 um |
| Worst path max stage delay | 0.50 ns |
| Pins over their slew limit | 0 |
| Stage-log warning count | 32 |
| CP Cell Sequence | clkdlybuf4s50_1, buf_12, xor2_1, mux2i_1, and2_0, o21ai_1, clkdlybuf4s50_1 |
| Max-Cap Viols | 0 |
| Gate family responsible for the most delay along the worst path | buffers and inverters |
| Final worst path period need | 2.88 ns |
| Setup crit start kind | primary input |
| Ratio of final minimum period to clock period | 0.961 |
| GR Util All Layers | 0.0423 |
| Vias per cell | 4.06 |
| Bufs and invs on worst path | 3 |
| # clk buffers | 0 |
| Type of the tightest min-delay check | in2out |
| Weighted congestion at the end of routability-driven global placement | 0.766 |
| Sequential cell count of the final layout | 0 |
| Detailed placement HPWL | 1210 um |
| Total number of yosys warnings | 1 |
| Top-level port count | 23 |
| Post-layout power | 83.7 uW |
| Number of diodes added for antenna fixing | 0 |
| Layout Area Growth over Synthesis | 58.5% |
| VDD IR max | 35.6 uV |
| Syn avg cell area | 6.36 sq um |
| Die Area | 6400 sq um |
| Yosys stat cell total | 72 |
| Peak fanout along the critical path | 15 |
| Wire length of the first global-routing pass | 2330 um |
| Router iterations before antenna repair | 4 |
| Count of nets left with antenna violations after detail routing | 0 |
| Cell types with the largest area share after synthesis | sky130_fd_sc_hd__buf_4, sky130_fd_sc_hd__nand2b_1, sky130_fd_sc_hd__a21oi_1 |
| Starting density of the core | 0.134 |
| Max Clock Freq | 347 MHz |
| Power per standard cell area | 115 nW/um^2 |
| Required time at the endpoint of the critical path | 2.40 ns |
| Number of setup violations in the final report | 0 |
| Core region area | 3420 sq um |
| Sequential cell area | 0 sq um |
-- tightest hold or removal path: stages --
cell	delay, ns
sky130_fd_sc_hd__clkdlybuf4s50_1	0.45
sky130_fd_sc_hd__nor2b_1	0.04
sky130_fd_sc_hd__buf_4	0.15
sky130_fd_sc_hd__o31ai_2	0.06
sky130_fd_sc_hd__dlymetal6s2s_1	0.09
-- per-layer routing --
| metal | track usage | part of all wire | vias to the layer above | routed length [um] |
|---|---|---|---|---|
| met5 | 0 | 0 | - | 0 |
| met4 | 0.00176 | 0 | 0 | 0 |
| met3 | 0.00455 | 0.059 | 0 | 84 |
| met2 | 0.0722 | 0.49 | 15 | 709 |
| met1 | 0.0580 | 0.45 | 256 | 640 |
| li1 | - | - | 281 | - |
-- cell type report --
class              count  area share
inverters              2      0.0103
multi-input cells     57       0.509
repair buffers        31       0.402
well taps             46      0.0793
-- kinds of logic after synthesis --
logic type      after synthesis  share of synthesized area
fa+ha+maj                     1                     0.0219
mux                           1                     0.0219
xor+xnor                      1                     0.0191
compound gates               24                      0.350
other cells                   2                     0.0164
simple gates                 26                      0.322
buf+inv                      17                      0.249
-- worst max-delay path by stage --
stage	startpoint	endpoint	slack, ns	cells past startpoint
CTS	ascii_val[1]	symbol[6]	0.008	7
global route	ascii_val[1]	note[6]	0.01	7
finish	ascii_val[1]	note[6]	0.12	7
-- placed cells by master, fill, tap and decap left out, types with 2 or more instances in the layout --
master / instances
sky130_fd_sc_hd__clkdlybuf4s50_1: 15
sky130_fd_sc_hd__buf_4: 11
sky130_fd_sc_hd__a21oi_1: 6
sky130_fd_sc_hd__nand2b_1: 5
sky130_fd_sc_hd__nor2_1: 4
sky130_fd_sc_hd__nand2_1: 4
sky130_fd_sc_hd__conb_1: 4
sky130_fd_sc_hd__nor2b_1: 3
sky130_fd_sc_hd__nand3_1: 3
sky130_fd_sc_hd__dlygate4sd2_1: 3
sky130_fd_sc_hd__inv_1: 2
sky130_fd_sc_hd__o31ai_2: 2
sky130_fd_sc_hd__o22ai_1: 2
sky130_fd_sc_hd__o21ai_0: 2
sky130_fd_sc_hd__o21ai_1: 2
-- report_power, final --
| group | total, uW | leakage [uW] | switching, uW | internal, uW |
|---|---|---|---|---|
| Sequential | 0 | 0 | 0 | 0 |
| Combinational | 83.7 | 0.000283 | 36.9 | 46.8 |
| Clock | 0 | 0 | 0 | 0 |
| Total | 83.7 | 0.000283 | 36.9 | 46.8 |
-- cells in the mapped netlist, types with 2 or more instances --
master	number
sky130_fd_sc_hd__a21oi_1	6
sky130_fd_sc_hd__buf_2	4
sky130_fd_sc_hd__buf_4	10
sky130_fd_sc_hd__conb_1	2
sky130_fd_sc_hd__inv_1	2
sky130_fd_sc_hd__nand2_1	4
sky130_fd_sc_hd__nand2b_1	6
sky130_fd_sc_hd__nand3_1	3
sky130_fd_sc_hd__nor2_1	4
sky130_fd_sc_hd__nor2b_1	3
sky130_fd_sc_hd__o21ai_0	2
sky130_fd_sc_hd__o21ai_1	2
sky130_fd_sc_hd__o22ai_1	2
sky130_fd_sc_hd__o31ai_1	3
-- repair_timing --
action | 4_1_cts | 5_1_grt
pin swaps | 0 | 0
setup endpoints to repair | 8 | 1
buffers inserted | 0 | 0
resized | 5 | 2
gates cloned | 0 | 0
-- per-stage QoR --
stage          instances  hold slack [ns]  cell area [sq um]  setup TNS, ns  utilization
5_1_grt              136             2.05                726              0        0.212
3_5_place_dp         136             2.37                709         -0.221        0.208
4_1_cts              136             2.24                718              0        0.210
3_3_place_gp         136             2.36                709         -0.132        0.208
6_report             136             2.00                726              0        0.212
2_1_floorplan         74             1.31                465              0            -
Power is estimated from default activity; no workload was simulated.
