### design.v
module read_keyboard (kb_data, kb_clock, ascii);
	input kb_data;
	input kb_clock;
	output [6:0] ascii;
	wire [7:0] raw_data;
	get_raw keys(kb_clock, kb_data, raw_data[7:0]);
	convert_readable chars(raw_data[7:0], ascii[6:0]);
endmodule
module get_raw(clk, data, raw);
    input wire clk;  
    input wire data;  
    output reg [7:0] raw;
    reg [7:0] data_curr;
    reg [7:0] data_pre;
    reg [3:0] b;
    reg flag;
    initial
    begin
        b<=4'h1;
        flag<=1'b0;
        data_curr<=8'hf0;
        data_pre<=8'hf0;
        raw<=8'hf0;
    end
    always @(negedge clk)  
    begin
    case(b)
        1:;  
        2:data_curr[0]<=data;
        3:data_curr[1]<=data;
        4:data_curr[2]<=data;
        5:data_curr[3]<=data;
        6:data_curr[4]<=data;
        7:data_curr[5]<=data;
        8:data_curr[6]<=data;
        9:data_curr[7]<=data;
        10:flag<=1'b1;  
        11:flag<=1'b0;  
    endcase
    if(b<=10)
        b<=b+1;
    else if(b==11)
        b<=1;
    end
    always@(posedge flag)  
    begin
    if(data_curr==8'hf0)
        raw<=data_pre;
    else
        data_pre<=data_curr;
    end
endmodule
module convert_readable(raw_data, ascii);
    input [7:0] raw_data;
	output reg [6:0] ascii;
	always @(*)
	begin
		case(raw_data[7:0])
			8'b00011100: ascii = 7'd65;  
			8'b00100011: ascii = 7'd68;  
			8'b00100100: ascii = 7'd69;  
			8'b00101011: ascii = 7'd70;  
			8'b00110100: ascii = 7'd71;  
			8'b00110011: ascii = 7'd72;  
			8'b01000011: ascii = 7'd73;  
			8'b00111011: ascii = 7'd74;  
			8'b01000010: ascii = 7'd75;  
			8'b01001011: ascii = 7'd76;  
			8'b01000100: ascii = 7'd79;  
			8'b01001101: ascii = 7'd80;  
			8'b00010101: ascii = 7'd81;  
			8'b00101101: ascii = 7'd82;  
			8'b00011011: ascii = 7'd83;  
			8'b00101100: ascii = 7'd84;  
			8'b00111100: ascii = 7'd85;  
			8'b00011101: ascii = 7'd87;  
			8'b00110101: ascii = 7'd89;  
    		default: ascii = 7'd32;  
		endcase
	end
endmodule
### config.mk
export PLATFORM = sky130hd
export DESIGN_NAME = read_keyboard
export DESIGN_NICKNAME = read_keyboard
export VERILOG_FILES = /design/flow/design.v
export SDC_FILE = /design/flow/constraint.sdc
export NUM_CORES = 4
export LEC_CHECK = 1
export CORE_AREA = 10 10 112 112
export DIE_AREA = 0 0 122 122
### run.sh
#!/bin/bash
# OpenROAD 26Q1-2900-gdf79404cd8, Yosys 0.63+post, stock flow scripts
make -C /OpenROAD-flow-scripts/flow DESIGN_CONFIG=/design/flow/config.mk WORK_HOME=/design/flow/orfs finish
### constraint.sdc
current_design read_keyboard

set clk_period 1.7
set clk_io_pct 0.2

create_clock -name clk0 -period $clk_period [get_ports {kb_clock}]

set non_clock_inputs [all_inputs -no_clocks]
set_input_delay [expr $clk_period * $clk_io_pct] -clock clk0 $non_clock_inputs
set_output_delay [expr $clk_period * $clk_io_pct] -clock clk0 [all_outputs]
==> commit_impl_results.txt <==
Update PnR metrics after Yosys + OpenROAD run

* Pre-Place Util: about 15%
- The launch point of the worst register-to-register path is recorded as keys.b[0].
* Class of the tightest hold or removal check: flop to flop
- Post-DP HPWL: about 1600 um
- Worst Setup SP: keys.b[0]
- The violation tally recorded at the end of detailed-routing iteration 0 is 19.
* Number of fillers in the final layout: roughly 1100
- Tally of nets with antenna violations remaining after routing: 0
- According to the I/O placement log, the pin count is 9.
- According to the floorplan report, the die width is between 100 and 150 um.
* Most common flop cell mapped by yosys: edfxtp_1
- Maximum count of clock buffers along a single path: 2
- Setup repair after global routing left no endpoint under its margin.
- 39 endpoints have no timing constraint.
- In this run the VDD rail shows a maximum IR drop of just over 600 uV.
- Power Total: 0.725 mW
- Entering global routing, the biggest net connects 17 pins.
- Number of cells on the worst hold path: 1
- Signal nets in the final route climb as high as met4.
- In this run, placement finished with an instance count of 263.
- Per the synth log, the flip-flop and latch total comes to 29.
* Data required time of the worst path: between 2000 and 3000 ps
* Port-buffer cells: 8
- The final weighted congestion recorded by global placement is between 0.8 and 0.9.
* Register pins left without a clock: 16
- In this run, distinct cell masters in the synthesized netlist total 41.
- The core region is ~0.01 mm2.
- DR DRC count: 0
- Power per Cell Area: between 300 and 400 mW/mm2
- A synthesized cell averages around 12 um2.
- According to the floorplan log, the row count is 37.
* Number of CTS-inserted buffers: 3
- TritonCTS clock tree: yes
- The most critical hold endpoint after final layout shows a slack of 640 ps.
- Ys Warns: 2
- Leakage component of the power: 0.665 nW
* Number of antenna violations at the first check in global routing: 1
* Remaining max-slew budget at the tightest pin: between 70% and 80%
- For the pin with the worst max-slew slack, the measured transition is around 440 ps.
* Global Route Usage Sum: 2.68%
- Hold-check failures listed in the final report amount to 0.
* Routed met1 length: roughly 1100 um
- In this run the clock root is driven by a clkbuf_8.
- Sum of met2 wire segment lengths after detailed routing: between 800 and 900 um
- For the worst reg-to-reg path, the endpoint reported by OpenROAD is keys.b[2].
* Max Freq: between 0.6 and 0.7 GHz
* Vias per cell: between 3 and 4
- Sort of element at the end of the critical path: flop
- Number of instances in the synthesized netlist: around 120
* Most common cell after layout, fill and taps aside: edfxtp_1
- Chip Area, Yosys: around 0.0015 mm2
* Insertion delay of the later-clocked pin in the worst-skew pair: 310 ps
- Final Cell Area: between 0.0015 and 0.002 mm2
- CTS Hold Buffers Added: 0
- Number of flops mapped to enable cells by yosys: 29
- The post-route netlist has 11.2% of its cells at a drive strength greater than 1.
- Per the detailed-route log, wirelength across all metal layers totals about 2100 um.
- Startpoint type of the worst setup path: flop
* Non-filler instance count after layout: roughly 280
- Height of the die: between 100 and 150 um
- Remaining global-route overflow: 0
* Wire length of the first global-routing pass: around 3400 um
- On the reported timing paths, the clock transition at the registers reads ~30 ps.
- WL met3: approximately 200 um
- The die covers ~0.015 mm2.
- Summing over every cut layer, the via total after detailed routing is 912.
- Reg-to-reg setup timing slack: 200 ps
- In the Yosys report, the sequential cells make up a little under three fifths of the chip area.
* Drt first pass iters: 4
- The worst register-to-register path has a depth of 5.
* Number of global-route vias before repair: 865
- Per-cell routed wire length: 7.50 um
- Run status: completed
* Endpoint of the most critical setup path: keys.b[2]
- The most common logic cells in the final layout are edfxtp_1, inv_1, nand2_1.
* Post-layout minimum cycle time: between 1500 and 2000 ps
* # Cells Yosys: between 100 and 150
- The flow measured a signed area growth from synthesis to layout of 20.1%.
* Placed standard-cell area: between 0.0015 and 0.002 mm2
- Max Cap Viol: 0
- Number of warnings the tools reported: a little over 40
- In the final run the clock tree shows a worst skew of approximately 9.7 ps.
- From the final report, the count of setup violators was given as 0.
- Share of async-settable or async-resettable flops after synthesis: 0%
* Netlist Area Pre-Place: around 0.0015 mm2
- Max fanout on the critical path was recorded as 5.
- H-Tree Level Count: 1
- The worst setup path is of the flop to flop kind.
- Critical path data arrival time: between 2000 and 2500 ps
- Max-slew check failures listed in the final report amount to 0.
* Cycle use final: approximately nine tenths
[logic make-up (layout without fill, tap and decap cells)]
| kind of cell | after synthesis | in the layout | share of synthesized area (%) |
|---|---|---|---|
| other cells | 0 | 1 | 0 |
| buf+inv | 10 | 31 | 4.62 |
| flops | 29 | 29 | 57.5 |
| simple gates | 53 | 53 | 22.3 |
| mux | 2 | 2 | 1.40 |
| compound gates | 24 | 24 | 10.9 |
| fa+ha+maj | 4 | 4 | 3.30 |
[flip-flops by register name (all words and copies together) (netlist names)]
register and flops:
keys.flag 1, keys.b 4, keys.data_curr 8, keys.data_pre 8
keys.raw 8
[synth_stat cells, types with 2 or more instances]
cell type  count  area, um2
or3b_2         2       17.5
nor2b_1        6       37.5
nor3b_1        3       22.5
inv_1          6       22.5
buf_6          3       33.8
ha_1           4       50.1
nand2b_1       2       12.5
edfxtp_1      29        871
or2b_2         2       17.5
a21oi_1        5       25.0
nor3_1         3       15.0
nor4_1         2       12.5
nand2_1        9       33.8
o21ai_0        7       35.0
nand3b_1       2       15.0
nor2_1         5       18.8
and2_1         8       50.1
[power breakdown]
part / internal, mW / leakage, nW / switching, mW / total (mW)
Sequential: 0.354 / 0.284 / 0 / 0.354
Combinational: 0.00177 / 0.285 / 0.00192 / 0.00369
Clock: 0.200 / 0.0961 / 0.168 / 0.368
Total: 0.555 / 0.665 / 0.170 / 0.725
[metal layers]
metal  up-vias  GRT usage, %
li1        498             -
met1       391          3.29
met2        21          4.10
met3         2          1.31
met4         0         0.820
met5         -             0
[worst min path at each step]
stage                     start         to
after CTS             keys.b[0]  keys.b[0]
after global routing  keys.b[1]  keys.b[3]
final                 keys.b[0]  keys.b[0]
[timing repair]
item / CTS / global route
gates resized: 0 / 1
setup endpoints to repair: 0 / 7
setup buffers: 0 / 0
hold endpoints to repair: 0 / 0
[worst max-delay path, stage by stage (launching register included)]
cell and delay, ps:
edfxtp_1 400, inv_1 80, ha_1 250, nor2_1 160
a21oi_1 80, mux2_2 270
[layout make-up]
type                    instances  area, um2  share of cell area, %
repair buffers                  9       90.1                   4.95
multi-input cells              83        574                   31.5
clock buffers                   3       41.3                   2.27
inverters                       5       18.8                   1.03
flip-flops and latches         29        871                   47.8
well taps                     136        170                   9.35
clock inverters                14       52.6                   2.89
diodes                          1       2.50                  0.137
[stage by stage]
step	TNS, ps	setup slack [ps]	util, %
floorplan	0	215	-
global placement	-2350	-294	16.9
detailed placement	-2430	-304	16.9
CTS	0	4.90	17.7
global route	0	19.9	17.8
finish	0	195	17.8
Power figures rest on the tool's default switching activity, not on a simulated workload.
